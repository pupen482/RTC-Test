### flow/design.v
module rtc_clock (
                  input logic         clk_i,
                  input logic         rstn_i,
                  input logic         clock_update_i,
                  output logic [21:0] clock_o,
                  input logic [21:0]  clock_i,
                  input logic [9:0]   init_sec_cnt_i,
                  input logic         calibre_update_i,
                  input logic [15:0]  calibre_sec_cnt_i,
                  output logic [15:0] calibre_sec_cnt_o,
                  input logic         timer_update_i,
                  input logic         timer_enable_i,
                  input logic         timer_retrig_i,
                  input logic [16:0]  timer_target_i,
                  output logic [16:0] timer_value_o,
                  input logic         alarm_enable_i,
                  input logic [5:0]   alarm_mask_i,
                  input logic         alarm_update_clock_i,
                  input logic [21:0]  alarm_clock_i,
                  output logic [21:0] alarm_clock_o,
                  input logic         alarm_update_date_i,
                  input logic [31:0]  alarm_date_i,
                  output logic [31:0] alarm_date_o,
                  input logic [31:0]  date_i,
                  input logic         event_flag_update_i,
                  input logic [1:0]   event_flag_i ,
                  output logic [1:0]  event_flag_o,
                  output logic        event_o,
                  output logic        update_day_o
                  );
   logic [7:0]                        r_seconds;
   logic [7:0]                        r_minutes;
   logic [5:0]                        r_hours;
   logic [7:0]                        s_seconds;
   logic [7:0]                        s_minutes;
   logic [5:0]                        s_hours;
   logic [7:0]                        r_alarm_seconds;
   logic [7:0]                        r_alarm_minutes;
   logic [5:0]                        r_alarm_hours;
   logic [13:0]                       r_alarm_year;
   logic [4:0]                        r_alarm_month;
   logic [5:0]                        r_alarm_day;
   logic [5:0]                        r_alarm_mask;
   logic                              r_alarm_enable;
   logic [7:0]                        s_alarm_seconds;
   logic [7:0]                        s_alarm_minutes;
   logic [5:0]                        s_alarm_hours;
   logic [13:0]                       s_alarm_year;
   logic [4:0]                        s_alarm_month;
   logic [5:0]                        s_alarm_day;
   logic [13:0]                       s_year;
   logic [4:0]                        s_month;
   logic [5:0]                        s_day;
   logic [15:0]                       r_sec_counter;
   logic [15:0]                       r_sec_cnt_calibre;
   logic                              s_update_seconds;
   logic                              s_update_minutes;
   logic                              s_update_hours;
   logic                              s_alarm_match;
   logic                              r_alarm_match;
   logic                              s_alarm_event;
   logic                              s_timer_event;
   logic                              s_timer_match;
   logic                              s_match_year;
   logic                              s_match_month;
   logic                              s_match_day;
   logic                              s_match_hours;
   logic                              s_match_minutes;
   logic                              s_match_seconds;
   logic [16:0]                       r_timer;
   logic [16:0]                       r_timer_target;
   logic                              r_timer_en;
   logic                              r_timer_retrig;
   logic [1:0]                        r_event_flag;
   assign s_seconds = clock_i[7:0];
   assign s_minutes = clock_i[15:8];
   assign s_hours   = clock_i[21:16];
   assign s_day    = date_i[5:0];
   assign s_month  = date_i[12:8];
   assign s_year   = date_i[29:16];
   assign s_alarm_seconds = alarm_clock_i[7:0];
   assign s_alarm_minutes = alarm_clock_i[15:8];
   assign s_alarm_hours   = alarm_clock_i[21:16];
   assign s_alarm_day   = alarm_date_i[5:0];
   assign s_alarm_month = alarm_date_i[12:8];
   assign s_alarm_year  = alarm_date_i[29:16];
   assign s_match_year    = r_alarm_mask[5] | ( s_year    == r_alarm_year );
   assign s_match_month   = r_alarm_mask[4] | ( s_month   == r_alarm_month );
   assign s_match_day     = r_alarm_mask[3] | ( s_day     == r_alarm_day );
   assign s_match_hours   = r_alarm_mask[2] | ( r_hours   == r_alarm_hours );
   assign s_match_minutes = r_alarm_mask[1] | ( r_minutes == r_alarm_minutes );
   assign s_match_seconds = r_alarm_mask[0] | ( r_seconds == r_alarm_seconds );
   assign s_alarm_match = s_match_year & s_match_month & s_match_day &
                          s_match_hours & s_match_minutes & s_match_seconds;
   assign s_alarm_event = r_alarm_enable & s_alarm_match & ~r_alarm_match;  
   assign s_timer_match = r_timer == r_timer_target;
   assign s_timer_event = r_timer_en & s_timer_match;
   assign s_update_seconds = (r_sec_counter == r_sec_cnt_calibre);
   assign s_update_minutes = s_update_seconds & (r_seconds == 8'h59);
   assign s_update_hours   = s_update_minutes & (r_minutes == 8'h59);
   assign event_o        = s_alarm_event | s_timer_event;
   assign update_day_o   = s_update_hours & (r_hours == 6'h23);
   assign clock_o        = {r_hours,r_minutes,r_seconds};
   assign alarm_clock_o  = {r_alarm_hours,r_alarm_minutes,r_alarm_seconds};
   assign alarm_date_o   = {2'b00,r_alarm_year,3'b000,r_alarm_month,2'b00,r_alarm_day};
   assign timer_value_o     = r_timer;
   assign calibre_sec_cnt_o = r_sec_cnt_calibre;
   assign event_flag_o      = r_event_flag;
   always @ (posedge clk_i or negedge rstn_i)
     begin
        if(~rstn_i)
          r_event_flag <= 'h0;
        else
          begin
             if (event_flag_update_i)
               begin
                  if (event_flag_i[0])
                    r_event_flag[0] <= 1'b0;
                  if (event_flag_i[1])
                    r_event_flag[1] <= 1'b0;
               end  
             else if (s_alarm_event)
               begin
                  r_event_flag[0] <= 1'b1;
               end
             else if (s_timer_event)
               begin
                  r_event_flag[1] <= 1'b1;
               end
          end
     end
   always @ (posedge clk_i or negedge rstn_i)
     begin
        if(~rstn_i)
          begin
             r_alarm_seconds <= 'h0;
             r_alarm_minutes <= 'h0;
             r_alarm_hours   <= 'h0;
             r_alarm_enable  <= 'h0;
             r_alarm_mask    <= 'h0;
             r_alarm_year    <= 'h0;
             r_alarm_month   <= 'h0;
             r_alarm_day     <= 'h0;
          end
        else
          begin
             if (alarm_update_clock_i)
               begin
                  r_alarm_enable  <= alarm_enable_i;
                  r_alarm_seconds <= s_alarm_seconds;
                  r_alarm_minutes <= s_alarm_minutes;
                  r_alarm_hours   <= s_alarm_hours  ;
                  r_alarm_mask    <= alarm_mask_i;
               end
             else if(s_alarm_event)  
               r_alarm_enable <= 'h0;
             if (alarm_update_date_i)
               begin
                  r_alarm_year    <= s_alarm_year;
                  r_alarm_month   <= s_alarm_month;
                  r_alarm_day     <= s_alarm_day;
               end
          end
     end
   always @ (posedge clk_i or negedge rstn_i)
     begin
        if(~rstn_i)
          r_alarm_match <= 'h0;
        else
          r_alarm_match <= s_alarm_match;
     end
   always @ (posedge clk_i or negedge rstn_i)
     begin
        if(~rstn_i)
          begin
             r_timer_en     <= 'h0;
             r_timer_target <= 'h0;
             r_timer        <= 'h0;
             r_timer_retrig <= 'h0;
          end
        else
          begin
             if (timer_update_i)
               begin
                  r_timer_en     <= timer_enable_i;
                  r_timer_target <= timer_target_i;
                  r_timer_retrig <= timer_retrig_i;
                  r_timer        <= 'h0;
               end
             else if(r_timer_en)
               begin
                  if(s_timer_match)
                    begin
                       if(!r_timer_retrig)
                         r_timer_en <= 0;
                       r_timer    <= 'h0;
                    end
                  else
                    r_timer <= r_timer + 1;
               end
          end
     end
   always @ (posedge clk_i or negedge rstn_i)
     begin
        if(~rstn_i)
          r_sec_cnt_calibre <= 'h7FFF;
        else
          begin
             if (calibre_update_i)
               r_sec_cnt_calibre <= calibre_sec_cnt_i;
          end
     end
   always @ (posedge clk_i or negedge rstn_i)
     begin
        if(~rstn_i)
          r_sec_counter <= 'h0;
        else
          begin
             if (clock_update_i)
               r_sec_counter <= {1'b0, init_sec_cnt_i, 5'h0};
             else
               begin
                  if (s_update_seconds)
                    r_sec_counter <= 'h0;
                  else
                    r_sec_counter <= r_sec_counter + 1;
               end
          end
     end
   always @(posedge clk_i or negedge rstn_i)
     begin
        if(~rstn_i)
          begin
             r_seconds <= 0;
             r_minutes <= 0;
             r_hours   <= 0;
          end
        else
          begin
             if (clock_update_i)
               begin
                  r_seconds <= s_seconds;
                  r_minutes <= s_minutes;
                  r_hours   <= s_hours;
               end
             else
               begin
                  if (s_update_seconds)
                    begin  
                       if (r_seconds[3:0] >= 4'h9)
                         r_seconds[3:0] <= 4'h0;
                       else
                         r_seconds[3:0] <= r_seconds[3:0] + 4'h1;
                       if (r_seconds >= 8'h59)
                         r_seconds[7:4] <= 4'h0;
                       else if (r_seconds[3:0] >= 4'h9)
                         r_seconds[7:4] <= r_seconds[7:4] + 4'h1;
                    end
                  if (s_update_minutes)
                    begin  
                       if (r_minutes[3:0] >= 4'h9)
                         r_minutes[3:0] <= 4'h0;
                       else
                         r_minutes[3:0] <= r_minutes[3:0] + 4'h1;
                       if (r_minutes >= 8'h59)
                         r_minutes[7:4] <= 4'h0;
                       else if (r_minutes[3:0] >= 4'h9)
                         r_minutes[7:4] <= r_minutes[7:4] + 4'h1;
                    end
                  if (s_update_hours)
                    begin  
                       if (r_hours >= 6'h23)
                         begin
                            r_hours <= 6'h00;
                         end else if (r_hours[3:0] >= 4'h9)
                           begin
                              r_hours[3:0] <= 4'h0;
                              r_hours[5:4] <= r_hours[5:4] + 2'h1;
                           end else begin
                              r_hours[3:0] <= r_hours[3:0] + 4'h1;
                           end
                    end
               end
          end
     end
endmodule
module rtc_date(
	input  logic clk_i,
	input  logic rstn_i,
	input  logic        date_update_i,
	input  logic [31:0] date_i,
	output logic [31:0] date_o,
	input logic new_day_i
);
	logic	[5:0]	s_day;
	logic	[4:0]	s_month;
	logic	[13:0]	s_year;
	logic   [5:0]   r_day;
	logic   [4:0]   r_month;
	logic   [13:0]  r_year;
	logic s_end_of_month;
	logic s_end_of_year;
	logic s_year_century;
	logic s_year_400;
	logic s_year_leap;
	logic s_year_div_4;
	assign s_day    = date_i[5:0];
	assign s_month  = date_i[12:8];
	assign s_year   = date_i[29:16];
	assign date_o = {2'b00,r_year,3'b000,r_month,2'b00,r_day};
	assign s_end_of_year = s_end_of_month & (r_month == 5'h12);
	always_comb
	begin
		case(r_month)
		5'h01: s_end_of_month = (r_day == 6'h31);  
		5'h02: s_end_of_month = (r_day == 6'h29) || ((~s_year_leap)&&(r_day == 6'h28));
		5'h03: s_end_of_month = (r_day == 6'h31);  
		5'h04: s_end_of_month = (r_day == 6'h30);  
		5'h05: s_end_of_month = (r_day == 6'h31);  
		5'h06: s_end_of_month = (r_day == 6'h30);  
		5'h07: s_end_of_month = (r_day == 6'h31);  
		5'h08: s_end_of_month = (r_day == 6'h31);  
		5'h09: s_end_of_month = (r_day == 6'h30);  
		5'h10: s_end_of_month = (r_day == 6'h31);  
		5'h11: s_end_of_month = (r_day == 6'h30);  
		5'h12: s_end_of_month = (r_day == 6'h31);  
		default: s_end_of_month = 1'b0;
		endcase
	end
	assign s_year_div_4   = ((~r_year[0])&&(r_year[4]==r_year[1]));
	assign s_year_century = (r_year[7:0] == 8'h00);
	assign s_year_400     = ((~r_year[8])&&((r_year[12]==r_year[9])));
	assign s_year_leap    = (s_year_div_4) && ( (~s_year_century) || ((s_year_century)&&(s_year_400)) );
	always_ff @(posedge clk_i or negedge rstn_i) begin : proc_r_day
		if(~rstn_i) begin
			r_day <= 6'h1;
		end else begin
		if (date_update_i)
			r_day <= s_day;
		else if ((new_day_i)&&(s_end_of_month))
			r_day <= 6'h01;
		else if ((new_day_i)&&(r_day[3:0] != 4'h9))
			r_day[3:0] <= r_day[3:0] + 4'h1;
		else if (new_day_i)
		begin
			r_day[3:0] <= 4'h0;
			r_day[5:4] <= r_day[5:4] + 2'h1;
		end
		end
	end
	always_ff @(posedge clk_i or negedge rstn_i) begin : proc_r_month
		if(~rstn_i) begin
			r_month <= 5'h01;
		end else begin
			if (date_update_i)
				r_month <= s_month;
			else if ((new_day_i)&&(s_end_of_year))
				r_month <= 5'h01;
			else if ((new_day_i)&&(s_end_of_month)&&(r_month[3:0] != 4'h9))
				r_month[3:0] <= r_month[3:0] + 4'h1;
			else if ((new_day_i)&&(s_end_of_month))
			begin
				r_month[3:0] <= 4'h0;
				r_month[4] <= 1;
			end
		end
	end  
	always_ff @(posedge clk_i or negedge rstn_i) begin : proc_r_year
	 	if(~rstn_i) begin
	 		r_year <= 14'h2000;
	 	end else begin
	 		if (date_update_i)
	 			r_year <= s_year;
	 		else if ((new_day_i)&&(s_end_of_year))
			begin
				if (r_year[3:0] != 4'h9)
					r_year[3:0] <= r_year[3:0] + 4'h1;
				else begin
					r_year[3:0] <= 4'h0;
					if (r_year[7:4] != 4'h9)
						r_year[7:4] <= r_year[7:4] + 4'h1;
					else begin
						r_year[7:4] <= 4'h0;
						if (r_year[11:8] != 4'h9)
							r_year[11:8] <= r_year[11:8]+4'h1;
						else begin
							r_year[11:8] <= 4'h0;
							r_year[13:12] <= r_year[13:12]+2'h1;
						end
					end
				end
			end 
	 	end
	end
endmodule
module rtc_top (
                input logic         clk_i,
                input logic         rstn_i,
                input logic         date_update_i,
                input logic [31:0]  date_i,
                output logic [31:0] date_o,
                input logic         clock_update_i,
                output logic [21:0] clock_o,
                input logic [21:0]  clock_i,
                input logic [9:0]   init_sec_cnt_i,
                input logic         calibre_update_i,
                input logic [15:0]  calibre_sec_cnt_i,
                output logic [15:0] calibre_sec_cnt_o,
                input logic         timer_update_i,
                input logic         timer_enable_i,
                input logic         timer_retrig_i,
                input logic [16:0]  timer_target_i,
                output logic [16:0] timer_value_o,
                input logic         alarm_enable_i,
                input logic [5:0]   alarm_mask_i,
                input logic         alarm_update_clock_i,
                input logic [21:0]  alarm_clock_i,
                output logic [21:0] alarm_clock_o,
                input logic         alarm_update_date_i,
                input logic [31:0]  alarm_date_i,
                output logic [31:0] alarm_date_o,
                input logic         event_flag_update_i,
                input logic [1:0]   event_flag_i,
                output logic [1:0]  event_flag_o,
                output logic        event_o
                );
   logic                            s_rtc_update_day;
   logic [31:0]                     s_date;
   assign date_o = s_date;
   rtc_clock i_rtc_clock
     (
      .clk_i                ( clk_i                ),
      .rstn_i               ( rstn_i               ),
      .clock_update_i       ( clock_update_i       ),
      .clock_o              ( clock_o              ),
      .clock_i              ( clock_i              ),
      .init_sec_cnt_i       ( init_sec_cnt_i       ),
      .calibre_update_i     ( calibre_update_i     ),
      .calibre_sec_cnt_i    ( calibre_sec_cnt_i    ),
      .calibre_sec_cnt_o    ( calibre_sec_cnt_o    ),
      .timer_update_i       ( timer_update_i       ),
      .timer_enable_i       ( timer_enable_i       ),
      .timer_retrig_i       ( timer_retrig_i       ),
      .timer_target_i       ( timer_target_i       ),
      .timer_value_o        ( timer_value_o        ),
      .alarm_enable_i       ( alarm_enable_i       ),
      .alarm_mask_i         ( alarm_mask_i         ),
      .alarm_update_clock_i ( alarm_update_clock_i ),
      .alarm_clock_i        ( alarm_clock_i        ),
      .alarm_clock_o        ( alarm_clock_o        ),
      .date_i               ( s_date               ),
      .alarm_update_date_i  ( alarm_update_date_i  ),
      .alarm_date_i         ( alarm_date_i         ),
      .alarm_date_o         ( alarm_date_o         ),
      .event_flag_update_i  ( event_flag_update_i  ),
      .event_flag_i         ( event_flag_i         ),
      .event_flag_o         ( event_flag_o         ),
      .event_o              ( event_o              ),
      .update_day_o         ( s_rtc_update_day     )
      );
   rtc_date i_rtc_date
     (
      .clk_i           ( clk_i            ),
      .rstn_i          ( rstn_i           ),
      .date_update_i   ( date_update_i    ),
      .date_i          ( date_i           ),
      .date_o          ( s_date           ),
      .new_day_i       ( s_rtc_update_day )
      );
endmodule  
### flow/run.sh
#!/bin/bash
# OpenROAD 26Q1-2900-gdf79404cd8, Yosys 0.63+post, stock flow scripts
make -C /OpenROAD-flow-scripts/flow DESIGN_CONFIG=/design/flow/config.mk WORK_HOME=/design/flow/orfs finish
### flow/config.mk
export PLATFORM = sky130hd
export DESIGN_NAME = rtc_top
export DESIGN_NICKNAME = rtc_top
export VERILOG_FILES = /design/flow/design.v
export SDC_FILE = /design/flow/constraint.sdc
export NUM_CORES = 4
export LEC_CHECK = 1
export CORE_UTILIZATION = 50
### flow/constraint.sdc
current_design rtc_top

set clk_period 6.8
set clk_io_pct 0.2

create_clock -name clk0 -period $clk_period [get_ports {clk_i}]

set non_clock_inputs [all_inputs -no_clocks]
set_input_delay [expr $clk_period * $clk_io_pct] -clock clk0 $non_clock_inputs
set_output_delay [expr $clk_period * $clk_io_pct] -clock clk0 [all_outputs]
==> changes_impl.md <==
### Metrics

* Setup_tns at 0 ns
* Most frequent cells in the layout: clkdlybuf4s50_1 (284), dfrtp_1 (154), mux2_2 (89)
* CTS H-tree depth at 4
* CP Launch Type: flop
* Cell internal pwr at 0.00204 W
* Critical path endpoint category: output port
* Library cells used by synthesis at 64
* Clock Skew at 0.00950 ns
* Yosys stat area at 9480 um2
* Total GRT Usage at 0.270
* Flip-flops with a built-in enable at 0
* Ys Warns at 2
* Antenna violations before repair at 2
* Synthesized registers at 172
* Routed length on met2 at between 10000 and 15000 um
* Max Freq at 232 MHz
* Tool warnings at about 57
* Pin count of the biggest net entering global routing at 101
* Pwr dens at about 210 nW/um2
* Cts bufs inserted at 17
* Num ports at 315
* Vias in the first global route at 7568
* Yosys cell count at 912
* Metal3 WL at 1670 um
* Init Core Util at 0.519
* Root Driver: clkbuf_16
* Setup Buffers After CTS at 0
* Length of the first detailed-routing pass in iterations at 5
* Reg power frac at 0.452
* WP data required at 5.44 ns
* M1 wire length at 11300 um
* Post-Syn Instances at 912
* Worst Setup Path Type: flop to output port
* Peak supply drop at approximately 0.17 mV
* Pins over their slew limit at 0
* Layout cells sized above 1 at 0.129
* Port bufs at 286
* Period minus WS final at 4.31 ns
* CTS tree: yes
* Clock power frac at 0.353
* Final setup vio count at 0
* Core Area at 18300 um2
* Top FF cell, synth: dfrtp_1
* CP max FO at 8
* CTS resizes at 0
* Synth Seq Share at 0.456
* Die width at 140 um
* Status: complete, no violations
* Final WL at ~25000 um
* Clk latency of the worst-skew pair at approximately 0.42 ns
* Least-Margin Pin Slew at approximately 0.74 ns
* Comb pwr share at 0.195
* Chip footprint at 19500 um2
* Leak at 5.22 nW
* Synth Cell Area at between 9000 and 10000 um2
* Highest routed layer: met4
* Hold crit path type: flop to flop
* First-pass GRT wire length at just over 40000 um
* RSZ-0062 raised after global routing: false
* Routed Antenna Nets at 0
* Power, Total at 0.00277 W
* Hold Buf Count CTS at 0
* Synth-to-layout area growth at 38.0%
* Worst-case clock buffer depth at 2
* 1st-iter DRT viols at 472
* Final GP Congestion at 0.882
* Sink Count at 172
* Vias per cell at 5.47
* Grt ovf at 0
* Worst rel slew slack at 0.498
* Switching pwr at 0.000729 W
* Max-Cap Viols at 0
* Tcrit/Tclk final at 0.633
* Final Hold Violating Endpoints at 0
* # DRC at 0
* Most frequent logic cell in the layout: clkdlybuf4s50_1
* DP Wirelength at 18000 um
* DR WL/cell at between 15 and 20 um
* Switching share of power at 0.263
* Syn Area/Cell at approximately 10 um2
* DR vias at 7808
* Die H at 140 um
* Rows at 49
* Arrival @ worst endpoint at 2.95 ns
* Clk pin slew, worst setup/hold paths at 0.07 ns
* Synth async-reset ratio at 1.00
## layout make-up
type | instances | area [um2]
Tap cell | 229 | 287
Sequential cell | 172 | 4330
Timing Repair Buffer | 293 | 2920
Multi-Input combinational cell | 666 | 4820
Inverter | 34 | 128
Antenna cell | 2 | 5.00
Fill cell | 1383 | 5190
Clock inverter | 12 | 136
Clock buffer | 20 | 457
## synthesized netlist by cell type, types with 3 or more instances
| library cell | instances | area, um2 |
|---|---|---|
| o22ai_1 | 5 | 31.3 |
| or4_1 | 6 | 45.0 |
| buf_1 | 6 | 22.5 |
| a32oi_1 | 3 | 26.3 |
| mux2_2 | 89 | 1000 |
| nand4b_1 | 4 | 35.0 |
| buf_4 | 14 | 105 |
| o31ai_1 | 11 | 82.6 |
| a22o_1 | 5 | 43.8 |
| dfrtp_1 | 154 | 3850 |
| nor2_1 | 52 | 195 |
| dfstp_2 | 18 | 473 |
| and2_1 | 6 | 37.5 |
| a21o_1 | 4 | 30.0 |
| nor3_1 | 16 | 80.1 |
| nor4_1 | 16 | 100 |
| o21bai_1 | 3 | 22.5 |
| o2111ai_1 | 3 | 26.3 |
| o211ai_1 | 7 | 52.6 |
| a22oi_1 | 3 | 22.5 |
| o311ai_0 | 3 | 26.3 |
| nor2b_1 | 11 | 68.8 |
| a21oi_1 | 24 | 120 |
| a211oi_1 | 4 | 30.0 |
| nand3_1 | 22 | 110 |
| a211o_1 | 7 | 61.3 |
| mux2i_1 | 4 | 40.0 |
| a31oi_1 | 12 | 75.1 |
| inv_1 | 32 | 120 |
| clkbuf_1 | 31 | 116 |
| nand2b_1 | 10 | 62.6 |
| nor4b_1 | 6 | 52.6 |
| nand4_1 | 26 | 163 |
| nand2_1 | 75 | 282 |
| and3_1 | 4 | 25.0 |
| a2bb2oi_1 | 3 | 26.3 |
| nor3b_1 | 4 | 30.0 |
| xor2_1 | 46 | 403 |
| o21ai_0 | 37 | 185 |
| ha_1 | 26 | 325 |
| xnor2_1 | 62 | 543 |
| a221o_1 | 4 | 40.0 |
## layer usage
layer,vias to the layer above,track usage
li1,3794,-
met5,-,0
met1,3753,0.420
met3,15,0.0645
met4,0,0.0335
met2,246,0.411
## power by group through the flow
stage | logic [W] | registers [W] | clock network [W]
5_1_grt | 0.000596 | 0.00127 | 0.00104
6_report | 0.000540 | 0.00125 | 0.000978
4_1_cts | 0.000546 | 0.00125 | 0.00100
## flip-flops by register name, indices dropped and copies added, names as in the netlist, 8 cells and up
signal and flops:
i_rtc_clock.r_minutes 8, i_rtc_clock.r_alarm_year 14, i_rtc_clock.r_timer_target 17, i_rtc_clock.r_sec_counter 16
i_rtc_date.r_year 14, i_rtc_clock.r_alarm_minutes 8, i_rtc_clock.r_timer 17, i_rtc_clock.r_alarm_seconds 8
i_rtc_clock.r_sec_cnt_calibre 16, i_rtc_clock.r_seconds 8
## logic make-up (layout without fill, tap and decap cells)
family,Yosys count,after routing,synth area share
DFF,172,172,0.456
and+or+nand+nor,272,272,0.150
muxes,93,93,0.110
other,1,16,0.000396
adders and majority gates,26,26,0.0343
xor gates and xnor gates,108,108,0.0998
AOI/OAI and AO/OA,153,153,0.109
buffers and inverters,87,359,0.0403
## worst paths after layout
path                                                          from  slack [ns]  cells past startpoint                                       endpoint
setup / recovery              i_rtc_clock.r_minutes[0]$_DFFE_PN0P_        2.49                      7                                        event_o
max in group asynchronous                                   rstn_i        4.89                      2       i_rtc_clock.r_alarm_year[12]$_DFFE_PN0P_
hold / removal             i_rtc_clock.r_alarm_mask[0]$_DFFE_PN0P_        0.51                      1        i_rtc_clock.r_alarm_mask[0]$_DFFE_PN0P_
setup reg to reg              i_rtc_clock.r_seconds[1]$_DFFE_PN0P_        3.65                      8              i_rtc_date.r_year[10]$_DFFE_PN0P_
min in group asynchronous                                   rstn_i        0.93                      1  i_rtc_clock.r_sec_cnt_calibre[15]$_DFFE_PN0P_
hold reg to reg            i_rtc_clock.r_alarm_mask[0]$_DFFE_PN0P_        0.51                      1        i_rtc_clock.r_alarm_mask[0]$_DFFE_PN0P_
## stage by stage
step           std cells  worst slack, ns  instance area [um2]  utilization  hold slack (ns)
2_1_floorplan        925             4.03                 9530            -            0.442
3_3_place_gp        1394             2.89                12500        0.683            0.486
4_1_cts             1426             2.43                13100        0.716            0.512
5_1_grt             1428             2.21                13100        0.716            0.527
3_5_place_dp        1394             2.89                12500        0.683            0.495
6_report            1428             2.49                13100        0.716            0.509
## worst max-delay path, stage by stage, from the launching register on
cell	delay, ns
dfrtp_1	0.49
xor2_1	0.20
nor4_1	0.32
a21oi_1	0.17
nor3_1	0.42
nand4b_1	0.28
o21ai_0	0.15
clkdlybuf4s50_1	0.50
Power is estimated from default activity; no workload was simulated.
